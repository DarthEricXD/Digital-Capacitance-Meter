<file path="design.v">
module count(
    input clk,     
    input clear_n,     
	 input en,          
    output  [3:0] dout,
    output reg co     
);
reg [3:0] cnt;      
assign dout = cnt;
always @(posedge clk or negedge clear_n) begin    
	 if(!clear_n)
        cnt <= 4'd0;
	 else if(cnt == 4'd9)
        cnt <= 4'd0;
	 else if(en)
		  cnt <= cnt + 1'b1;
    else
		  cnt <= cnt;
end
always @(cnt) begin     
    if(cnt == 4'd9)
        co <= 1'd1;
    else 
        co <= 1'd0;
end
endmodule
module top(
    input clk,     
    input gate,    
    output reg [11:0] lcd     
	 );
parameter [1:0]  IDLE = 2'b00;     
parameter [1:0]  CLR = 2'b01;     
parameter [1:0]  CNT = 2'b10;     
parameter [1:0]  LOCK = 2'b11;    
reg [1:0] now_state;     
reg [1:0] next_state;    
reg clear_n;      
reg en;       
wire [27:0] count_cnt;      
reg [27:0] lock;    
initial now_state = IDLE;
always @(posedge clk) begin
	now_state <= next_state;
end
always @(*) begin     
	case(now_state)
			IDLE: next_state <= CLR;
			CLR: next_state <= CNT;
			CNT: next_state <= (gate) ? CNT : LOCK;
			LOCK: next_state <= (gate) ? CLR : LOCK;
	endcase
end
always @(posedge clk) begin     
	case(now_state)
		CLR: begin 
					clear_n <= 1'b0;       
					en <= 1'b0;       
					lock <= lock;     
	        end
	   CNT: begin
					clear_n <= 1'b1;     
					en <= 1'b1;       
					lock <= lock;     
			  end
	   LOCK: begin
					clear_n <= 1'b1;   
					en <= 1'b0;      
					lock <= count_cnt;   
				end
	endcase
end
always @(*) begin       
	if(!lock[23:4] || lock[27:24])
		lcd <= {lock[3:0],4'd0,4'd0};
	else if(!lock[23:8])
		lcd <= {lock[7:0],4'd1};
	else if(!lock[23:12])
		lcd <= {lock[11:4],4'd2};
	else if(!lock[23:16])
		lcd <= {lock[15:8],4'd3};
	else if(!lock[23:20])
		lcd <= {lock[19:12],4'd4};
	else 
		lcd <= {lock[23:16],4'd5};
end
count count1(
    .clk       (clk),    
    .clear_n   (clear_n), 
	 .en        (en),
    .dout      (count_cnt[3:0]),
    .co        (co1)
    );
count count2(
    .clk       (~co1),    
    .clear_n   (clear_n),
	 .en        (en),
    .dout      (count_cnt[7:4]),
    .co        (co2)
    );    
count count3(
    .clk       (~co2),    
    .clear_n   (clear_n),
	 .en        (en),
    .dout      (count_cnt[11:8]),
    .co        (co3)
    );    
count count4(
    .clk       (~co3),    
    .clear_n   (clear_n),
	 .en        (en),
    .dout      (count_cnt[15:12]),
    .co        (co4)
    );    
count count5(
    .clk       (~co4),    
    .clear_n   (clear_n),
	 .en        (en),
    .dout      (count_cnt[19:16]),
    .co        (co5)
    );    
count count6(
    .clk       (~co5),    
    .clear_n   (clear_n),
	 .en        (en),
    .dout      (count_cnt[23:20]),
    .co        (co6)
    );    
count count7(
    .clk       (~co6),    
    .clear_n   (clear_n),
	 .en        (en),
    .dout      (count_cnt[27:24]),
    .co        (x)
    );   
endmodule
</file>
<file path="run.sh">
#!/bin/bash
# OpenROAD 26Q1-2900-gdf79404cd8, Yosys 0.63+post, stock flow scripts
make -C /OpenROAD-flow-scripts/flow DESIGN_CONFIG=/design/flow/config.mk WORK_HOME=/design/flow/orfs finish
</file>
<file path="config.mk">
export PLATFORM = sky130hd
export DESIGN_NAME = top
export DESIGN_NICKNAME = top
export VERILOG_FILES = /design/flow/design.v
export SDC_FILE = /design/flow/constraint.sdc
export NUM_CORES = 4
export LEC_CHECK = 1
export CORE_UTILIZATION = 40
</file>
<file path="constraint.sdc">
current_design top

set clk_period 5.3
set clk_io_pct 0.2

create_clock -name clk0 -period $clk_period [get_ports {clk}]

set non_clock_inputs [all_inputs -no_clocks]
set_input_delay [expr $clk_period * $clk_io_pct] -clock clk0 $non_clock_inputs
set_output_delay [expr $clk_period * $clk_io_pct] -clock clk0 [all_outputs]
</file>
==> out/results.ini <==
[cells_and_area]
drive_gt1_share_pct=9.09
syn2layout_area_growth_pct=10.5
fillers=630

[detailed_routing]
firstDrtPassIters=4
wire_per_inst_um=14.6
finalWirelength_mm=5.26
vias=1938
vias_per_cell=5.38
ant_nets=0
antenna-diode-count=0
drt_iter0_drc=135
drc=0

[logic_synthesis]
synthesis.instances=250
syn_area_per_cell_um2=11.7
edf_count=30
numSynthFlops=60
ys_area_mm2=0.00293
ff_type=edfxtp_1
ys_types=45
mappedNetlistArea_mm2=0.00293
yosysWarnings=9
postSynthSeqShare_pct=56.1
ys_cells=250
async_flop_share_pct=46.7

[placement]
hpwl_mm=3.89
gp_congestion=0.885
io_buffers=12

[job]
cap_violations=0
warnings=25

[clocking]
cts_setup_buffers=0
cts-buffers-inserted=5
root_buffer=clkbuf_8
htreeDepth=2
cts_hold_buf=0
clockBufferDepth=2
clock_latency_ns=0.28
path_clk_slew_ns=0.07
cts_resized=0
cts_tree=built

[critical_path]
worstSetupPathType=reg -> out
cp-end-kind=primary output
cp.required_ns=4.24
slowest_delay_ns=0.58
startpoint=lock[16]$_DFFE_PP_
path_cells=nor4_4 > and4_1 > a21o_2 > a32o_1 > clkdlybuf4s50_1
worstPathArrival_ns=2.58
crit_slowest_cell=nor4_4
critPathLaunchType=flip-flop
r2r-start=en$_DFFE_PP_
worstPathMaxFanout=9

[sta]
finalSetupViolCount=0
slew_headroom_pct=46.8
worst-slew-pin-transition_ns=0.798
post-route-period-util_pct=68.6
tns_ns=0
final_max_slew_viol_count=0
unconstrained_endpoints=48
unclocked_regs=24
rsz0062_at_grt=false
finalHoldViolCount=0
fin_skew_ns=0.00864
min_period_ns=3.64
whs_ns=0.241
max_freq_mhz=275

[floorplanning]
num_rows=30
die_area_mm2=0.00767
dieHeight_um=87.6
fp_util_pct=42.2
io-pin-count=14
die_width_um=87.6
core_mm2=0.00694

[pwr]
design_power_total_w=0.00123
vdd_ir_drop_max_mv=0.344
p_leak_nw=1.21
power_density_mw_per_mm2=380

[global_route]
grt_pass1_vias=1788
grt_pass1_wl_mm=8.91
grt_use_total_pct=15.8
antenna_found_initial=0
grt_overflow=0
grt_max_degree=30

[worst_hold_path]
hold_class=reg -> async

[outcome]
status=finished clean

==> cell usage in the layout, fill, tap and decap left out, drive strengths merged, types with 4 or more instances in the layout <==
| master | Yosys | layout |
|---|---|---|
| buf | 4 | 4 |
| a21oi | 5 | 5 |
| xnor2 | 7 | 7 |
| nand3 | 10 | 10 |
| edfxtp | 30 | 30 |
| a22o | 7 | 7 |
| nor2b | 6 | 6 |
| clkbuf | 6 | 5 |
| nor4 | 5 | 5 |
| mux2i | 13 | 13 |
| nor3 | 15 | 15 |
| a2111oi | 4 | 4 |
| nand4bb | 6 | 6 |
| dfrtp | 28 | 28 |
| a21o | 7 | 7 |
| nand2 | 41 | 41 |
| nor2 | 13 | 13 |
| clkdlybuf4s50 | 0 | 12 |
| o21a | 6 | 6 |
==> layer usage <==
layer	part of all wire, %	GRT usage (%)
met4	2.1	3.28
met5	0	0
met3	2.9	2.39
met2	44	23.7
met1	51	26.2
==> sequential cells by signal (all words and copies together), names as in the netlist, 4 cells and up <==
| name | cells |
|---|---|
| count1.cnt | 4 |
| count2.cnt | 4 |
| count7.cnt | 4 |
| count6.cnt | 4 |
| lock | 28 |
| count4.cnt | 4 |
| count5.cnt | 4 |
| count3.cnt | 4 |
==> kinds of logic (layout without fill, tap and decap cells) <==
kind of cell	count (synthesis)	after routing	synth area share (%)
XOR/XNOR	7	7	2.09
AND/OR/NAND/NOR	108	108	20.7
multiplexers	14	14	4.83
buffers and inverters	12	26	1.97
flip-flops	60	60	56.1
other	1	1	0.128
AND-OR/OR-AND	48	48	14.2
==> worst max-delay path, delay by kind of cell (launching register included) <==
family,cells,cell delay [ns]
compound gates,2,0.48
flops,1,0.46
simple gates,2,0.89
buf+inv,1,0.47
==> area by class of cell <==
cell class              count  area [µm²]  share of cell area [%]
well taps                  96         120                    3.71
repair buffers             16         150                    4.64
multi-input cells         178        1230                    38.0
inverters                   2        7.51                   0.232
clock buffers               5        68.8                    2.13
clock inverters             3        18.8                   0.580
flip-flops and latches     60        1640                    50.7
==> synth_stat cells (5+ instances only) <==
cell,n,share of area (%)
a21o_1,6,1.5
nand2_1,40,5.1
xnor2_1,7,2.1
nand4bb_1,6,2.3
nor2_1,13,1.7
edfxtp_1,30,31
a21oi_1,5,0.85
o21a_1,6,1.5
nor3_1,15,2.6
dfrtp_1,28,24
clkbuf_1,6,0.77
mux2i_1,13,4.4
nor2b_1,6,1.3
nand3_1,10,1.7
a22o_1,7,2.1
==> per-stage QoR <==
stage          std cells  utilization, %  worst slack, ns  area [µm²]
6_report             360            46.6             1.66        3240
5_1_grt              360            46.6             1.51        3240
4_1_cts              360            46.6             1.67        3240
3_5_place_dp         352            45.3             1.98        3150
3_3_place_gp         352            45.3             1.97        3150
2_1_floorplan        250               -             2.63        2930
==> power by group <==
part           switching [W]  internal [W]  leakage (nW)
registers           0.000154      0.000465         0.651
clock network      0.0000936     0.0000914        0.0479
logic               0.000236      0.000191         0.512
total               0.000483      0.000747          1.21
==> final timing paths <==
path	to	slack [ns]	cells past startpoint
min in group clk0	en$_DFFE_PP_	0.52	1
min reg2reg	count1.cnt[0]$_DFFE_PN0P_	0.24	1
max	lcd[11]	1.66	5
max in group asynchronous	count1.cnt[3]$_DFFE_PN0P_	4.80	1
min	count1.cnt[0]$_DFFE_PN0P_	0.24	1
max reg2reg	count1.cnt[0]$_DFFE_PN0P_	3.68	3
Power is estimated from default activity; no workload was simulated.
